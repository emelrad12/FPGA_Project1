===== run.sh =====
#!/bin/bash
# OpenROAD 26Q1-2900-gdf79404cd8, Yosys 0.63+post, stock flow scripts
make -C /OpenROAD-flow-scripts/flow DESIGN_CONFIG=/design/flow/config.mk WORK_HOME=/design/flow/orfs finish

===== config.mk =====
export PLATFORM = sky130hd
export DESIGN_NAME = thirtyTwoBitAdder
export DESIGN_NICKNAME = thirtyTwoBitAdder
export VERILOG_FILES = /design/flow/design.v
export SDC_FILE = /design/flow/constraint.sdc
export NUM_CORES = 4
export LEC_CHECK = 1
export CORE_AREA = 10 10 93 93
export DIE_AREA = 0 0 103 103

===== constraint.sdc =====
current_design thirtyTwoBitAdder

set clk_period 21.8
set clk_io_pct 0.2

create_clock -name clk0 -period $clk_period

set non_clock_inputs [all_inputs -no_clocks]
set_input_delay [expr $clk_period * $clk_io_pct] -clock clk0 $non_clock_inputs
set_output_delay [expr $clk_period * $clk_io_pct] -clock clk0 [all_outputs]

===== design.v =====
module condInput (in, cond, out );
input wire in, cond;
output wire out;
wire temp1;
assign temp1=!(in&cond);
assign out=in&temp1;
endmodule
module eightBitAdder (A,B,Ci,Co,S);
input wire [0:7]A;
input wire [0:7]B;
input wire Ci;
output wire Co;
output wire [0:7]S;
wire Tpmw;
wire [0:3]arrayA1,arrayA2,arrayB1,arrayB2,arrayS1,arrayS2;
assign arrayA1=A[0:3];
assign arrayA2=A[4:7];
assign arrayB1=B[0:3];
assign arrayB2=B[4:7];
fourBitFullAdder Adder1(
	.A    (arrayA1),
	.B    (arrayB1),
	.Ci   (Ci),
	.Co   (Tpmw),
	.S    (arrayS1)
);
fourBitFullAdder Adder2(
	.A    (arrayA2),
	.B    (arrayB2),
	.Ci   (Tpmw),
	.Co   (Co),
	.S    (arrayS2)
);
assign S={arrayS1,arrayS2};
endmodule
module fourBitFullAdder(A,B,Co,S,Ci);
input wire [0:3]A;
input wire [0:3]B;
input wire Ci;
output wire Co;
output wire [0:3]S;
wire Tmpw1,Tmpw2,Tmpw3;
fullAdder Adder0(
     .A0  (A[0]),
	  .B0  (B[0]),
	  .Ci  (Ci),
	  .Co  (Tmpw1),
	  .S0  (S[0])
	  );
fullAdder Adder1(
     .A0  (A[1]),
	  .B0  (B[1]),
	  .Ci  (Tmpw1),
	  .Co  (Tmpw2),
	  .S0  (S[1])
	  );
fullAdder Adder2(
     .A0  (A[2]),
	  .B0  (B[2]),
	  .Ci  (Tmpw2),
	  .Co  (Tmpw3),
	  .S0  (S[2])
	  );
fullAdder Adder3(
     .A0  (A[3]),
	  .B0  (B[3]),
	  .Ci  (Tmpw3),
	  .Co  (Co),
	  .S0  (S[3])
	  );
endmodule
module fullAdder (  A0, B0, Ci, S0, Co );
input wire A0, B0, Ci;
output S0, Co;
wire S0, hAdd1S, hAdd1C, hAdd2C,Co;
halfAdder hAdd1(
		.A0   (A0),
      .B0   (B0),
      .S0   (hAdd1S),
      .Co   (hAdd1C)
	);
halfAdder hAdd2(
		.A0   (hAdd1S),
      .B0   (Ci),
      .S0   (S0),
      .Co   (hAdd2C)
	);
assign Co = hAdd1C|hAdd2C;
endmodule
module halfAdder ( A0, B0, S0, Co);
output wire S0, Co;
input wire A0 , B0;
assign S0=A0^B0;
assign Co=A0&B0;
endmodule
module sixteenBitAdder (A, B, Ci, Co, S, split16);
input wire [0:15]A, B;
input wire Ci, split16;
output wire [0:15]S;
output wire Co;
wire [0:7]inputOneFirstHalf, inputOneSecondHalf, inputTwoFirstHalf, inputTwoSecondHalf, OutputFirstHalf, OutputSecondHalf;
wire Ctr;
wire Ctr2;
assign inputOneFirstHalf=A[0:7];
assign inputOneSecondHalf=A[8:15];
assign inputTwoFirstHalf=B[0:7];
assign inputTwoSecondHalf=B[8:15];
eightBitAdder Adder1(inputOneFirstHalf, inputTwoFirstHalf, Ci, Ctr, OutputFirstHalf);
condInput splitter(Ctr, split16, Ctr2);
eightBitAdder Adder2(inputOneSecondHalf, inputTwoSecondHalf, Ctr2, Co, OutputSecondHalf);
assign S={OutputFirstHalf,OutputSecondHalf};
endmodule
module thirtyTwoBitAdder (A, B, Ci, Co, S, Split16, Split32);
input wire [0:31] A;
input wire [0:31] B;
input wire Ci,Split32,Split16;
output wire [0:31] S;
output wire Co;
wire [0:15] arrayA1,arrayA2,arrayB1,arrayB2,arrayS1,arrayS2;
wire Tmpw1,Tmpw2,Tmpw3,Tmpw4;
assign arrayA1=A [0:15];
assign arrayA2=A [16:31];
assign arrayB1=B [0:15];
assign arrayB2=B [16:31];
sixteenBitAdder Adder1(
   .A        (arrayA1),
	.B        (arrayB1),   
	.Ci       (Ci),
	.Co       (Tmpw1),
	.S        (arrayS1),
	.split16    (Split16)
	);
condInput splitter(
	.in       (Tmpw1),
	.cond     (Split32),
	.out      (Tmpw2)
	);
sixteenBitAdder Adder2(
   .A        (arrayA2),
	.B        (arrayB2),
	.Ci       (Tmpw2),
	.Co       (Co),
	.S        (arrayS2),
	.split16    (Split16)
	);
assign S={arrayS1,arrayS2};
endmodule

==> reports/qor.yml <==
status:
  outcome: "finished, final reports clean"
critical_path:
  endpoint_kind: "output pin"
  cp_data_arrival_time_ns: 17.01
  worstPathRequired_ns: 17.44
  cp_max_fo: 1
  cpPeakStageDelay_ns: 0.47
  crit_top_cell: "fa_2"
  crit_type: "in2out"
  crit_path_top_delay_cell: "clkdlybuf4s50_1"
  start_kind: "input port"
drt:
  drc_errors: 0
  vias_per_cell: 3.33
  drtIter0Drc: 0
  diodes: 0
  routed-via-count: 749
  wl_um: 3210
  wl_per_cell_um: 14.2
  ant_nets: 0
  first_pass_iters: 1
power_and_ir_drop:
  report.power.total_uw: 50.5
  leakage_nw: 0.673
  cellPowerDensity_nw_per_um2: 27.1
  ir_worst_vdd_mv: 0.00959
floorplan:
  row_count: 30
  core_um2: 6760
  die_area_um2: 10600
  die_h_um: 103
  fp.dieW_um: 103
  ios: 100
  fp_util_pct: 14.0
timing:
  tightestPinTransition_ns: 0.168
  slew_headroom_pct: 88.8
  setup-violations-final: 0
  hold_ws_ns: 9.77
  period_minus_slack_ns: 21.37
  min_period_over_period_pct: 98.0
  fmaxAchievable_mhz: 46.8
  setup_slack_ns: 0.429
  hold_viol: 0
  slew_violations: 0
clock_tree:
  post_cts_buffers: 0
  cts_hold_buf: 0
finish:
  regArea_um2: 0
  area_delta_synth_final_pct: 97.5
  postLayoutCellArea_um2: 1870
  fill_cells: 695
  mostFrequentLayoutCell: "clkdlybuf4s50_1"
  fin_util_pct: 27.6
  nFlopsAndLatches: 0
  drive_gt1_share_pct: 17.2
  lay_top_cells: "clkdlybuf4s50_1 (100), fa_2 (24), inv_1 (10)"
  clock_buffer_count: 0
logic_synthesis:
  ys_sh_adder_pct: 67.8
  ys_area_um2: 945
  syn_avg_cell_area_um2: 12.3
  ys_sh_xor_pct: 0
  seq_area_frac_synth_pct: 0
  synthTopLogicFamily: "adder cells"
  yosys_warnings: 0
  synthesis.area_um2: 945
  mux_share_pct: 0
  aoi_share_pct: 0
  simple_gate_share_pct: 2.78
  synthCells: 77
  ys_cells: 77
  synth.distinct_cells: 5
grt:
  grt_pass1_vias: 925
  grt_overflow: 0
  grt_pass1_wl_um: 4780
  grt_util_all_layers_pct: 5.80
  grt_max_degree: 3
  antenna_found_initial: 0
placement:
  place_ws_ns: -0.769
  place_congestion: 0.716
  dp_hpwl_um: 3170
  dpl_cell_area_um2: 1810
  port_buffers: 100
job:
  cap_viol_max_count: 0
  tool_warnings: 32
min_path:
  hp-class: "in2out"
stage by stage:
step	std cells	TNS, ns
CTS	225	0
global route	225	-0.00421
floorplan	77	0
global placement	225	-1.45
finish	225	0
detailed placement	225	-1.54
routing by layer:
metal	up-vias	part of all wire [%]	global-route usage [%]
li1	325	-	-
met1	350	35	6.53
met2	74	40	8.87
met3	0	24	4.81
met4	0	0	0
met5	-	0	0
cell usage after synthesis, drive strengths merged:
library cell / count / area share (%)
buf: 32 / 25
fa: 32 / 68
inv: 10 / 4.0
nor2b: 3 / 2.8
worst max-delay path: cells and delay by family:
family	cells	cell delay (ns)
fa+ha+maj	32	11.08
simple gates	3	0.44
buf+inv	6	1.13
power by group:
part / switching, mW / leakage [nW] / internal [mW]
combinational: 0.0132 / 0.673 / 0.0373
sequential: 0 / 0 / 0
clock: 0 / 0 / 0
total: 0.0132 / 0.673 / 0.0373
path summary, 6_finish.rpt:
check | end | cells after the start | start | slack (ns)
max | S[31] | 41 | A[0] | 0.43
min | S[0] | 5 | Ci | 9.77
logic make-up after synthesis:
group	after synthesis
buffers and inverters	42
adder cells (fa/ha/maj)	32
AND/OR/NAND/NOR	3
layout make-up:
type,count,area (µm²),share of cell area (%)
Timing Repair Buffer,100,1000,53.7
Tap cell,80,100,5.37
Inverter,10,37.5,2.01
Multi-Input combinational cell,35,727,39.0
repair_timing:
item                       4_1_cts  5_1_grt
resized                         17        7
pin swaps                        1        1
setup endpoints to repair        3        3
No activity file was given, so power comes from the tool's default toggle rates.
