<file path="/design/flow/run.sh">
#!/bin/bash
# OpenROAD 26Q1-2900-gdf79404cd8, Yosys 0.63+post, stock flow scripts
make -C /OpenROAD-flow-scripts/flow DESIGN_CONFIG=/design/flow/config.mk WORK_HOME=/design/flow/orfs finish
</file>
<file path="/design/flow/config.mk">
export PLATFORM = sky130hd
export DESIGN_NAME = twoBitMultiplier
export DESIGN_NICKNAME = twoBitMultiplier
export VERILOG_FILES = /design/flow/design.v
export SDC_FILE = /design/flow/constraint.sdc
export NUM_CORES = 4
export LEC_CHECK = 1
export CORE_AREA = 10 10 70 70
export DIE_AREA = 0 0 80 80
</file>
<file path="/design/flow/constraint.sdc">
current_design twoBitMultiplier

set clk_period 1.0
set clk_io_pct 0.2

create_clock -name clk0 -period $clk_period

set non_clock_inputs [all_inputs -no_clocks]
set_input_delay [expr $clk_period * $clk_io_pct] -clock clk0 $non_clock_inputs
set_output_delay [expr $clk_period * $clk_io_pct] -clock clk0 [all_outputs]
</file>
<file path="/design/flow/design.v">
module fullAdder (  A0, B0, Ci, S0, Co );
input wire A0, B0, Ci;
output S0, Co;
wire S0, hAdd1S, hAdd1C, hAdd2C,Co;
halfAdder hAdd1(
		.A0   (A0),
      .B0   (B0),
      .S0   (hAdd1S),
      .Co   (hAdd1C)
	);
halfAdder hAdd2(
		.A0   (hAdd1S),
      .B0   (Ci),
      .S0   (S0),
      .Co   (hAdd2C)
	);
assign Co = hAdd1C|hAdd2C;
endmodule
module halfAdder ( A0, B0, S0, Co);
output wire S0, Co;
input wire A0 , B0;
assign S0=A0^B0;
assign Co=A0&B0;
endmodule
module twoBitFullAdder (A0, A1, B0, B1, S0, S1, Co, Ci);
input wire A0, A1, B0, B1, Ci;
output wire S0,S1, Co;
wire fAdd1C;
reg fAdd1Cr;
fullAdder fAdd1(
		.A0   (A0),
      .B0   (B0),
		.Ci   (Ci),
      .S0   (S0),
      .Co   (fAdd1C)
	);
fullAdder fAdd12(
		.A0   (A1),
      .B0   (B1),
		.Ci   (fAdd1C),
      .S0   (S1),
      .Co   (Co)
	);
endmodule
module twoBitMultiplier (A0, A1, B0, B1, S0, S1, S2, S3, IZero);
input wire A0, A1, B0, B1, IZero;
output wire S0, S1, S2, S3;
wire A1t, A0t, B0t;
assign A1t = B1 & A1;
assign A0t = B1 & A0;
assign B0t = B0 & A1;
assign S0 = B0 & A0;
twoBitFullAdder twoBitAdd(
		.A0	(A0t),
		.A1	(A1t),
		.B0	(B0t),
		.B1	(IZero),
		.Ci   (IZero),
		.Co	(S3),
		.S0	(S1),
		.S1	(S2)
	);
endmodule
</file>
==> results.txt <==
The following summarizes the physical implementation.

Synth
The number of cell instances after yosys synthesis is 10. Yosys mapped the design onto 4 distinct sky130hd cell types. The sequential-to-total area share from yosys stat is 0%. The mean instance size in the synthesized netlist is 7.26 um^2. The area figure in the yosys stat output is 72.6 um^2.

The synthesis log from Yosys contains 0 warnings. Summing every instance area after synthesis gives 72.6 um^2. The cell count after synthesis came out at 10.

Pwr
The switching share of power is 36.9%. The share of power burned in registers is 0%. The power report lists cell-internal power as 0.0612 mW. The power density normalized to cell area is 366 nW/um^2. Summed over all nets, the switching power comes to 0.0358 mW. The static power due to leakage is 0.110 nW.

The combinational share of power is 100.0%. IR analysis of the VDD net gives a maximum drop of 54.9 uV. The design draws 0.0970 mW. The share of total power in the clock network is 0%.

Job
The OpenROAD warning count is 35. The max capacitance violation total is 0.

Place
In this run, placement finished with an instance count of 66. The post-placement setup slack is -1.43 ns. The post-placement cell area is 249 um^2. In this run the tool buffered the top-level ports with 9 buffer cells. The total half-perimeter wirelength after legalization and detailed placement is 364 um. The congestion estimate from routability-driven global placement came to 0.651.

Global route
The initial antenna violation count came to 0. The number of global-route vias before repair was 115. The largest net degree at the start of global routing is 3.

The aggregate global-route resource usage is 1.25%. The global-route wire length before repair is 614 um. The global route stage reports its total congestion overflow as 0.

STA
The maximum frequency from static timing analysis is 0.632 GHz. The total setup violations reported at the end of the flow is 3. The number of pins with negative max-slew slack in the final report is 0. The pin closest to its max-slew limit shows a slew of 0.0806 ns. The number of failing hold endpoints at the final stage is 0. Hold is met by 0.782 ns. The final worst setup slack is -0.583 ns. The final timing summary puts the cycle share of the worst path at 158%. Counting I/O delays and the setup requirement, the final critical path takes 1.58 ns. In this run the tightest slew margin relative to its limit is 94.6%. Setup repair after global routing could not meet its margin everywhere. The sum of negative setup slack is -1.19 ns.

Route
The count of inserted antenna diode cells is 0. Nets still carrying antenna violations after routing amount to 0. The DRC violation count after routing is 0.

After the first detailed-routing iteration, the DRC count stood at 0. The final layout contains routed wiring with a total length of 402 um. The number of vias per cell after detailed routing is 1.37.

The routed layout has 92 vias. Dividing the detail-routed wire length by the instance count gives 6.00 um. In the log, the iteration count for the first detailed-route pass is 1.

Layout
The count of clock-net buffers in the final layout is 0. The area occupied by registers is 0 um^2. The final report gives the standard cell area, fillers excluded, as 265 um^2.

Once layout is complete, the cells apart from fillers number 67. The share of cells above drive strength 1 is 81.0%. In the layout the commonest cells are sky130_fd_sc_hd__inv_2 (3), sky130_fd_sc_hd__buf_8 (3), sky130_fd_sc_hd__buf_2 (3). Between the synthesized netlist and the finished layout, the area growth was recorded as 266%. The share of the core filled with cells is 7.77%.

There are 0 flip-flops and latches.

Run status
The flow ran to the end, but the final reports show violations. The checks that failed: negative setup slack.

Floorplanning
The die is 80 um tall. The initial core utilization is 2.12%. The area of the chip is 6400 um^2. The placeable core area is 3420 um^2. The horizontal die dimension reported for this design is 80 um. In this run the core area contains 21 standard-cell rows. The top-level port count is 9.

Setup path
The cell occurring most often along the worst timing path is sky130_fd_sc_hd__fa_2. The largest fanout on the critical path is 2. The category of the most critical setup path is input port to output pin. The report lists the cells along the critical path as buf_8, nand2_4, fa_2, fa_2, inv_2, buf_2. For this design, the slowest cell found on the critical path is sky130_fd_sc_hd__fa_2. For the worst setup path, the data required time is 0.80 ns. The largest single stage delay on the critical path is 0.55 ns.

The critical path arrival is 1.38 ns. The category of the worst setup path capture point is an output pin. STA classifies the critical path startpoint as an input port.

Min path
The worst hold path belongs to the class input port to output pin.

Clock network
The report puts the hold buffer count at CTS at 0.
-- logic make-up (layout without fill, tap and decap cells) --
kind of cell | after synthesis | in the layout | synth area share (%)
AND/OR/NAND/NOR | 4 | 4 | 24.1
buffers and inverters | 4 | 15 | 20.7
adder cells (fa/ha/maj) | 2 | 2 | 55.2
-- worst paths after layout --
path              cells after the start  endpoint  start
setup / recovery                      6        S2     A0
hold / removal                        3        S0     A0
-- synth_stat cells --
| master | n | area (um^2) |
|---|---|---|
| sky130_fd_sc_hd__and2_1 | 1 | 6.26 |
| sky130_fd_sc_hd__fa_1 | 2 | 40.0 |
| sky130_fd_sc_hd__inv_1 | 4 | 15.0 |
| sky130_fd_sc_hd__nand2_1 | 3 | 11.3 |
-- cell type report --
class / instances / area, um^2
Fill cell: 406 / 3150
Inverter: 4 / 15.0
Multi-Input combinational cell: 6 / 86.3
Tap cell: 46 / 57.6
Timing Repair Buffer: 11 / 106
-- worst max-delay path, delay by kind of cell --
kind	cells	cell delay, ns
buffers and inverters	3	0.21
AND/OR/NAND/NOR	1	0.04
adder cells (fa/ha/maj)	2	0.93
-- power by group through the flow --
stage | Clock, mW | Sequential [mW] | Combinational [mW]
4_1_cts | 0 | 0 | 0.0837
5_1_grt | 0 | 0 | 0.110
6_report | 0 | 0 | 0.0970
-- what timing repair did --
item                                    CTS  global route
buffers inserted                          1             0
pin swaps                                 2             3
endpoints found under the hold margin     0             0
resized                                  40             6
endpoints found under the setup margin    4             3
-- per-layer routing --
| layer | part of all wire [%] | global-route usage [%] | vias up |
|---|---|---|---|
| met5 | 0 | 0 | - |
| met4 | 0 | 0 | 0 |
| met3 | 36 | 1.93 | 0 |
| met2 | 26 | 1.28 | 8 |
| met1 | 38 | 1.39 | 36 |
| li1 | - | - | 48 |
Power and IR drop assume default switching activity.
